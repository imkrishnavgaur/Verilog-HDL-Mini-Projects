===== flow/config.mk =====
export PLATFORM = sky130hd
export DESIGN_NAME = ram_sp_async_read
export DESIGN_NICKNAME = ram_sp_async_read
export VERILOG_FILES = /design/flow/design.v
export SDC_FILE = /design/flow/constraint.sdc
export NUM_CORES = 4
export LEC_CHECK = 1
export CORE_UTILIZATION = 40

===== flow/constraint.sdc =====
current_design ram_sp_async_read

set clk_period 2.3
set clk_io_pct 0.2

create_clock -name clk0 -period $clk_period [get_ports {clk}]

set non_clock_inputs [all_inputs -no_clocks]
set_input_delay [expr $clk_period * $clk_io_pct] -clock clk0 $non_clock_inputs
set_output_delay [expr $clk_period * $clk_io_pct] -clock clk0 [all_outputs]

===== flow/design.v =====
module ram_sp_async_read(
	input clk,
	input [7:0] data_in,	 
	input [3:0] address,	 
	input write_en,			 
	output [7:0] data_out	 
	);
	reg [7:0] ram [0:15];  
	always @(posedge clk) begin
		if (write_en) begin
			ram[address] <= data_in;
		end
	end
	assign data_out = ram[address];
endmodule	

===== flow/run.sh =====
#!/bin/bash
# OpenROAD 26Q1-2900-gdf79404cd8, Yosys 0.63+post, stock flow scripts
make -C /OpenROAD-flow-scripts/flow DESIGN_CONFIG=/design/flow/config.mk WORK_HOME=/design/flow/orfs finish

==> flow_metrics.py <==
# Metrics from the implementation run
metrics = {
    "status": {
        "run_status": "finished, final reports clean",
    },
    "final_timing": {
        "grt_setup_unrepaired": "true",
        "max_freq_mhz": 444,
        "fin_hold_ws_ns": 0.873,
        "hold_violations": 0,
        "timing_worst_slew_pin_value_ns": 0.622,
        "setup_total_negative_slack_ns": 0,
        "finalMaxSlewViolations": 0,
        "slew_headroom_pct": 58.4,
        "fin_crit_ns": 2.25,
        "final.period_utilization_pct": 98.0,
        "timing.final.setup_violations": 0,
    },
    "setup_path": {
        "crit_end": "data_out[2]",
        "critical_path_required_ns": 1.84,
        "critPathKind": "register to primary output",
        "worstPathMaxFanout": 1,
        "worstPathArrival_ns": 1.79,
        "cp-end-kind": "primary output",
        "timing.critical_path.from_type": "register",
        "cp-startpoint": "ram[11][2]",
    },
    "cells_and_area": {
        "final_instance_area_sq_mm": 0.00624,
        "largest-register": "ram",
        "area_growth_pct": 27.2,
        "largest_registers": "ram x128",
        "largest_register_ff_count": 128,
        "instances_no_fill": 443,
        "layout.cells.most_common": "sky130_fd_sc_hd__edfxtp_1",
        "post_route_cells_drive_above_1_share_pct": 38.2,
        "layout.cells.most_common_list": "128 x sky130_fd_sc_hd__edfxtp_1, 32 x sky130_fd_sc_hd__mux4_2, 23 x sky130_fd_sc_hd__buf_4",
    },
    "clock_network": {
        "worst_setup_hold_path_clk_slew_ns": 0.05,
        "total_clock_buffers_created_by_cts": 17,
        "cts-root-buf": "sky130_fd_sc_hd__clkbuf_16",
        "clk_path_buf_depth": 2,
        "htreeDepth": 4,
        "cts_num_sinks": 128,
        "tritoncts": "built",
    },
    "drt": {
        "drt_drc_violations_left": 0,
        "detail_route.wl_per_cell_um": 22.1,
        "initialDrtViolationCount": 85,
        "route.detailed.vias_per_inst": 5.36,
        "vias": 2375,
        "route.final.wire_length_mm": 9.81,
        "final_antenna_net_count": 0,
        "detailedRoute.firstPassIterationCount": 4,
        "antenna_cell_count": 0,
    },
    "power": {
        "p_leak_uw": 0.00205,
        "worst_ir_drop_vdd_mv": 0.406,
        "power_density_mw_per_mm2": 890,
        "finalPower_uw": 5560,
    },
    "job": {
        "cap_violations": 0,
        "warnings": 27,
    },
    "placed_design": {
        "port_buffers": 21,
        "placedInstanceArea_sq_mm": 0.00549,
        "numPlacedInstances": 407,
        "dpl.hpwl_mm": 6.09,
        "routabilityCongestion": 0.743,
    },
    "die": {
        "chip_area_sq_mm": 0.0127,
        "floorplan.die.width_um": 113,
        "initial_core_util_pct": 41.0,
        "core_area_sq_mm": 0.0120,
        "std_cell_rows": 40,
        "top_level_ports": 22,
        "die_height_um": 113,
    },
    "synth": {
        "yosys-stat-area_sq_mm": 0.00491,
        "syn_area_sq_mm": 0.00491,
        "ys_sh_mux_pct": 14.7,
        "topCombFamilyByArea": "multiplexers",
        "postSynthRegisterBits": 128,
        "syn_area_per_cell_sq_um": 22.1,
        "count_of_unique_library_cells_instantiated_by_yosys": 17,
        "xor_area_share_pct": 0,
        "yosysWarningCount": 1,
        "synth_compound_gate_area_share_pct": 2.45,
        "synthesis.instances": 222,
        "yosys.stat.seqShare_pct": 78.3,
        "synth-cells-yosys": 222,
        "synth.cellmix.simpleShare_pct": 3.31,
        "synthAdderAreaFrac_pct": 0,
    },
    "grt": {
        "grt_start_max_net_pins": 21,
        "grt_remaining_overflow": 0,
        "number_of_antenna_violations_at_the_first_check_in_global_routing": 0,
        "grt_first_pass_wirelength_mm": 15.2,
        "first_global_vias": 2635,
        "grt.total_usage_pct": 18.4,
    },
    "worst_hold_path": {
        "hold_path_class": "input pin to register",
    },
}
-- cell families after synthesis --
kind of cell | Yosys count
flip-flops | 128
AND/OR/NAND/NOR | 35
multiplexers | 32
AND-OR/OR-AND | 16
buffers and inverters | 11
-- critical path: stages (launching register included) --
cell                            delay [ns]
sky130_fd_sc_hd__edfxtp_1             0.36
sky130_fd_sc_hd__mux4_2               0.48
sky130_fd_sc_hd__a22oi_2              0.24
sky130_fd_sc_hd__nand2_1              0.07
sky130_fd_sc_hd__dlygate4sd2_1        0.24
-- through the flow --
| step | setup slack, ns | utilization, % |
|---|---|---|
| after global routing | -0.0370 | 52.2 |
| final | 0.0457 | 52.2 |
| after global placement | -0.414 | 45.9 |
| after detailed placement | -0.462 | 45.9 |
| after floorplan | 0.347 | - |
| after CTS | -0.0192 | 51.9 |
-- cells in the mapped netlist --
cell | instances | area (sq um)
sky130_fd_sc_hd__a22oi_1 | 16 | 120
sky130_fd_sc_hd__and2_1 | 1 | 6.26
sky130_fd_sc_hd__buf_1 | 4 | 15.0
sky130_fd_sc_hd__buf_2 | 2 | 10.0
sky130_fd_sc_hd__buf_6 | 2 | 22.5
sky130_fd_sc_hd__clkbuf_1 | 2 | 7.51
sky130_fd_sc_hd__clkbuf_2 | 1 | 5.00
sky130_fd_sc_hd__edfxtp_1 | 128 | 3840
sky130_fd_sc_hd__mux4_2 | 32 | 721
sky130_fd_sc_hd__nand2_1 | 9 | 33.8
sky130_fd_sc_hd__nand2b_1 | 2 | 12.5
sky130_fd_sc_hd__nand3_1 | 1 | 5.00
sky130_fd_sc_hd__nand3b_1 | 2 | 15.0
sky130_fd_sc_hd__nor2_1 | 13 | 48.8
sky130_fd_sc_hd__nor2b_1 | 2 | 12.5
sky130_fd_sc_hd__nor3_1 | 4 | 20.0
sky130_fd_sc_hd__or3b_2 | 1 | 8.76
-- cell type report --
| cell class | instances | area (sq um) |
|---|---|---|
| fill | 888 | 5720 |
| sequential | 128 | 3840 |
| tap | 147 | 184 |
| multi-input combinational | 83 | 1090 |
| clock buffer | 20 | 437 |
| clock inverter | 12 | 143 |
| timing repair buffer | 53 | 546 |
-- timing repair --
item | in CTS | in global routing
resized | 33 | 15
hold buffers | 0 | 0
cloned | 2 | 0
setup endpoints to repair | 8 | 8
pin swaps | 15 | 12
setup buffers | 2 | 0
-- power by group --
part / switching, uW / internal [uW] / leakage, uW
registers: 9.30 / 2620 / 0.00116
clock network: 915 / 1690 / 0.000273
logic: 161 / 166 / 0.000621
-- metal layers --
metal  global-route usage (%)  share of wire, %
met5                        0                 0
met4                     2.04              0.97
met3                     9.22               9.0
met2                     28.9                52
met1                     26.5                38
-- how the worst min path moves through the flow --
stage	end	startpoint	cells after the start	slack [ns]
final	ram[4][2]	address[0]	5	0.87
after global routing	ram[0][7]	address[0]	5	0.89
after CTS	ram[0][7]	address[0]	5	0.86
Power is estimated from default activity; no workload was simulated.
