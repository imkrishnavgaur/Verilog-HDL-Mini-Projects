<file path="flow/design.v">
module fifo_sync
    #( parameter FIFO_DEPTH = 8,
	parameter DATA_WIDTH = 32)
	(input clk, 
	input rst_n,
	input cs,      
	input wr_en, 
	input rd_en, 
	input [DATA_WIDTH-1:0] data_in, 
	output reg [DATA_WIDTH-1:0] data_out, 
	output empty,
	output full); 
	localparam FIFO_DEPTH_LOG = $clog2(FIFO_DEPTH);
	reg [DATA_WIDTH-1:0] fifo [0:FIFO_DEPTH-1];
	reg [FIFO_DEPTH_LOG:0] write_pointer;
	reg [FIFO_DEPTH_LOG:0] read_pointer;
	always @(posedge clk or negedge rst_n) begin
		if(!rst_n)
			write_pointer <= 0;
		else if (cs && wr_en && !full)
			write_pointer <= write_pointer + 1'b1;
	end
	always @(posedge clk or negedge rst_n) begin
		if(!rst_n)
			read_pointer <= 0;
		else if (cs && rd_en && !empty)
	        	read_pointer <= read_pointer + 1'b1;
	end
	assign empty = (read_pointer == write_pointer);
	assign full  = (read_pointer == {~write_pointer[FIFO_DEPTH_LOG], write_pointer[FIFO_DEPTH_LOG-1:0]});
	always @(posedge clk) begin
		if (cs && wr_en && !full)
			fifo[write_pointer[FIFO_DEPTH_LOG-1:0]] <= data_in;
	end
	always @(posedge clk or negedge rst_n) begin
		if (!rst_n)
			data_out <= 0;
		else if (cs && rd_en && !empty)
		        data_out <= fifo[read_pointer[FIFO_DEPTH_LOG-1:0]];
	end
endmodule
</file>
<file path="flow/run.sh">
#!/bin/bash
# OpenROAD 26Q1-2900-gdf79404cd8, Yosys 0.63+post, stock flow scripts
make -C /OpenROAD-flow-scripts/flow DESIGN_CONFIG=/design/flow/config.mk WORK_HOME=/design/flow/orfs finish
</file>
<file path="flow/config.mk">
export PLATFORM = sky130hd
export DESIGN_NAME = fifo_sync
export DESIGN_NICKNAME = fifo_sync
export VERILOG_FILES = /design/flow/design.v
export SDC_FILE = /design/flow/constraint.sdc
export NUM_CORES = 4
export LEC_CHECK = 1
export CORE_UTILIZATION = 30
</file>
<file path="flow/constraint.sdc">
current_design fifo_sync

set clk_period 12.5
set clk_io_pct 0.2

create_clock -name clk0 -period $clk_period [get_ports {clk}]

set non_clock_inputs [all_inputs -no_clocks]
set_input_delay [expr $clk_period * $clk_io_pct] -clock clk0 $non_clock_inputs
set_output_delay [expr $clk_period * $clk_io_pct] -clock clk0 [all_outputs]
</file>
==> impl_metrics.toml <==
# flow metrics
[clock_network]
cts_max_level = 1
cts.sinks = 296
tritoncts = "yes"
clock_latency_ns = 0.55
clockBufferDepth = 3
cts_setup_buffers = 0
post_cts_resized = 0
clk_pin_slew_ns = 0.06
cts_root_buffer = "clkbuf_16"
cts_hold_buf = 0
cts_buffers = 30

[setup_path]
start_kind = "flip-flop"
path_max_fanout = 36
critPathKind = "flip-flop to output pin"
crit_arrival_ns = 2.39
critPathSlowestCell = "dfrtp_4"
worstPathCellList = "xnor2_2 -> nand2_1 -> nor3_1 -> clkdlybuf4s50_1"
crit_path_end_kind = "output pin"
cp_slowest_stage_delay_ns = 0.71
crit_required_ns = 10.00

[synth]
ys_cells = 525
async_flop_share_pct = 13.51
synth_cells = 525
synth-main-ff-cell = "edfxtp_1"
synth_warnings = 1
ys.flops = 296
avgSynthCellArea_um2 = 21.37
synth.cell_area_mm2 = 0.01122
synth_seq_share_pct = 77.43
synth_cell_types = 21
yosys_area_mm2 = 0.01122
synth-edff-count = 256

[routing]
vias = 5152
wirelength_mm = 21.44
drt_iter0_drc = 180
wire_per_inst_um = 19.38
antenna_cells = 0
post-route-drc-count = 0
viasPerCell = 4.658
antenna_left = 0
dr.pass1.iters = 4

[global_routing]
antenna_found_initial = 1
grt_max_degree = 69
grt_pass1_wl_mm = 33.96
grt_overflow = 0
grtUsageTotal_pct = 12.54
grt_pass1_vias = 5759

[floorplan]
rows = 70
ios = 71
fp_util_pct = 30.58
die_h_um = 195.4
die_x_um = 195.4
chip_area_mm2 = 0.03818
core_mm2 = 0.03670

[placement]
globalplace.congestion = 0.7562
place_hpwl_mm = 12.85
postPlaceCellArea_mm2 = 0.01251
port_buffers = 70

[power]
peakVddDrop_v = 0.00009657
p_total_mw = 2.979
powerDensity_mw_per_mm2 = 219.9
p_leak_nw = 4.422

[run_status]
status = "finished clean"

[timing]
maxSlewHeadroom_pct = 49.67
slew_violations = 0
fin_setup_tns_ns = 0
period_needed_ns = 4.889
rsz0062_at_grt = "false"
finClkSkew_ns = 0.01760
hold_viol = 0
period_used_pct = 39.11
setup_viol = 0
fmax_ghz = 0.2045
worst_pin_slew_ns = 0.7550

[layout]
area_delta_synth_final_pct = 20.74
drive_above_1_share_pct = 22.41
design_area_mm2 = 0.01355
fillerInstances = 3271

[job]
warning_count = 25
cap_violations = 0

[min_path]
hold_class = "flip-flop to flip-flop"
final cells by class:
| type | instances | area [µm²] | share of cell area, % |
|---|---|---|---|
| Tap cell | 468 | 585.6 | 4.322 |
| Inverter | 1 | 3.754 | 0.02771 |
| Timing Repair Buffer | 86 | 815.8 | 6.021 |
| Sequential cell | 296 | 8697 | 64.19 |
| Clock inverter | 18 | 230.2 | 1.699 |
| Clock buffer | 38 | 810.8 | 5.984 |
| Multi-Input combinational cell | 199 | 2405 | 17.75 |
cells in the mapped netlist, types with 4 or more instances:
master    number  area, µm²
a21oi_1       32      160.2
buf_2         17      85.08
buf_6          6      67.56
clkbuf_1       4      15.01
dfrtp_1       40       1001
edfxtp_1     256       7687
mux2i_1       32      320.3
mux4_2        64       1441
nand2_1        7      26.28
nor2_1        37      138.9
nor3_1         4      20.02
xnor2_1        5      43.79
xor2_1         4      35.03
per-stage QoR:
step                setup WS, ns  util [%]  hold slack [ns]  instances
CTS                        7.576     36.92           0.5371       1106
global placement           7.500     34.08           0.5117       1050
global route               7.454     36.92           0.5558       1106
detailed placement         7.479     34.08           0.5233       1050
floorplan                  6.848         -           0.4703        525
finish                     7.611     36.92           0.5273       1106
cell usage in the layout, fill, tap and decap left out:
master | netlist | routed
nor2_1 | 37 | 32
clkinv_8 | 0 | 1
clkinvlp_4 | 0 | 2
edfxtp_1 | 256 | 256
a21oi_1 | 32 | 32
mux4_2 | 64 | 64
mux2i_1 | 32 | 32
xnor2_1 | 5 | 5
dfrtp_2 | 0 | 1
xor2_1 | 4 | 4
clkinv_2 | 0 | 5
xnor2_2 | 3 | 3
clkinv_1 | 0 | 5
clkdlybuf4s50_1 | 0 | 69
nor3_2 | 0 | 2
buf_4 | 2 | 16
clkbuf_1 | 4 | 5
mux2_1 | 2 | 2
a41oi_4 | 0 | 1
dfrtp_4 | 0 | 2
clkbuf_8 | 0 | 3
buf_2 | 17 | 1
clkinv_4 | 0 | 1
nor3_1 | 4 | 2
ha_1 | 2 | 2
bufinv_16 | 0 | 5
nor2_4 | 0 | 5
nand2_1 | 7 | 7
a41oi_2 | 2 | 1
nand2b_1 | 3 | 3
nand4_1 | 2 | 2
clkbuf_16 | 0 | 30
dfrtp_1 | 40 | 37
report_power, final:
group	internal (mW)	total, mW	switching (mW)
sequential	1.21	1.30	0.0895
clock	0.561	0.918	0.356
combinational	0.408	0.760	0.353
registers in the layout (all words and copies together), names as in the netlist:
signal	flops
fifo	256
data_out	32
read_pointer	4
write_pointer	4
routing by layer:
metal / track usage, % / share of wire (%) / vias to the layer above
met5: 0 / 0.061 / -
met4: 1.341 / 1.1 / 2
met3: 6.892 / 12 / 26
met2: 19.07 / 48 / 232
met1: 17.23 / 39 / 2587
li1: - / - / 2305
worst max-delay path: cells and delay by family, from the launching register on:
kind,cells,cell delay [ns]
XOR/XNOR,1,0.36
buffers and inverters,1,0.49
flip-flops,1,0.71
AND/OR/NAND/NOR,2,0.29
kinds of logic after synthesis:
kind of cell | count (synthesis) | share of synthesized area, %
and+or+nand+nor | 53 | 1.929
adders and majority gates | 2 | 0.2230
buffers and inverters | 30 | 1.661
xor gates and xnor gates | 12 | 1.137
muxes | 98 | 15.90
AOI/OAI and AO/OA | 34 | 1.717
DFF | 296 | 77.43
path summary, 6_finish.rpt:
kind | from | end | slack (ns) | cells after the start
max in group asynchronous | rst_n | read_pointer[0] | 9.95 | 2
min in group asynchronous | rst_n | data_out[14] | 2.04 | 2
hold reg to reg | data_out[8] | data_out[8] | 0.53 | 2
hold / removal | data_out[8] | data_out[8] | 0.53 | 2
setup / recovery | read_pointer[1] | empty | 7.61 | 4
setup reg to reg | read_pointer[2] | fifo[1][14] | 9.35 | 6
