`flow/design.v`:
```
module ram_sp_sync_read(
	input clk,
	input [7:0] data_in,  
	input [3:0] address,  
	input write_en,  
	output [7:0] data_out,  
	);
	reg [7:0] ram [0:15];
	reg [3:0] addr_buff;
	always @(posedge clk) begin
		if (write_en) begin
			ram[address] <= data_in;
		end
		addr_buff <= address;
	end
	assign data_out = ram[addr_buff];
endmodule 
```
`flow/run.sh`:
```
#!/bin/bash
# OpenROAD 26Q1-2900-gdf79404cd8, Yosys 0.63+post, stock flow scripts
make -C /OpenROAD-flow-scripts/flow DESIGN_CONFIG=/design/flow/config.mk WORK_HOME=/design/flow/orfs finish
```
`flow/config.mk`:
```
export PLATFORM = sky130hd
export DESIGN_NAME = ram_sp_sync_read
export DESIGN_NICKNAME = ram_sp_sync_read
export VERILOG_FILES = /design/flow/design.v
export SDC_FILE = /design/flow/constraint.sdc
export NUM_CORES = 4
export LEC_CHECK = 1
export CORE_UTILIZATION = 50
```
`flow/constraint.sdc`:
```
current_design ram_sp_sync_read

set clk_period 6.3
set clk_io_pct 0.2

create_clock -name clk0 -period $clk_period [get_ports {clk}]

set non_clock_inputs [all_inputs -no_clocks]
set_input_delay [expr $clk_period * $clk_io_pct] -clock clk0 $non_clock_inputs
set_output_delay [expr $clk_period * $clk_io_pct] -clock clk0 [all_outputs]
```
==> results.toml <==
# physical design summary
[status]
status = "finished, final reports clean"

[grt]
wire_length_of_the_first_global_routing_pass_um = 14800
grt_max_degree = 33
gr-total-overflow = 0
grt_antenna_before_repair = 0
groute.usage.overall_pct = 23.0
number_of_global_route_vias_before_repair = 2514

[final_layout]
largest_register_ffs = 128
post_route_cells_drive_above_1_share_pct = 21.1
fin_area_mm2 = 0.00597
reg.largest.list = "ram x128"
synthToLayoutAreaGrowth_pct = 17.9
regMostFlops = "ram"

[yosys]
enable_flop_cells = 128
synth_area_mm2 = 0.00507
ys_chip_area_mm2 = 0.00507
synth-async-reset-ratio_pct = 0
synth-warning-count = 1
top_cells_by_count = "edfxtp_1 (128), mux4_2 (18), a22oi_1 (16)"
postSynthAreaPerCell_um2 = 22.5
synth_largest_type_area_fraction_pct = 75.9
top_cells_by_area = "edfxtp_1 (76%), mux4_2 (8.0%), mux4_1 (7.3%), a22oi_1 (2.4%), dfxtp_1 (1.6%)"
synth-seq-cells = 132
largest_area_cell = "edfxtp_1"
synth.yosys.seq_area_share_pct = 77.4
yosysUniqueCellTypes = 19
ys_cells = 225
most_common_cell = "edfxtp_1"
dominantRegCellSynth = "edfxtp_1"
cells_after_synthesis = 225

[floorplanning]
die_width_um = 103
fp-row-count = 36
die_height_um = 103
die-area_mm2 = 0.0105
core_util_floorplan_pct = 51.6
floorplan.core_area_mm2 = 0.00982
ioPinCount = 22

[route]
wl_um = 9860
ant_nets = 0
drc = 0
drtPass1Iterations = 4
routed-via-count = 2382
post_drt_wl_per_cell_um = 23.9
detail_route.iter0.violations = 110
num_antenna_cells = 0
vias_per_cell = 5.78

[place]
dp_hpwl_um = 6140
port-buffer-count = 21
place_area_mm2 = 0.00546
finalWeightedCongestion = 0.771
post-place-ws_ns = 2.57

[clock_network]
cts.htree.levels = 4
numCtsBuffers = 17
worst_setup_hold_path_clk_slew_ns = 0.05
cts_post_setup_buffers_inserted = 0
clock-sinks = 132
clock_tree_from_tritoncts = "built"
ctsLongestPathBuffers = 2
cts_repair_resize_count = 0
cts_root_buf = "clkbuf_8"
ctsHoldBuffers = 0

[setup_path]
critPathBufInv = 2
worstPathCellList = "buf_4 -> mux4_1 -> a22oi_1 -> nand2_1 -> clkdlybuf4s50_1"
timing.critical_path.slowest_stage_cell = "dfxtp_2"
crit_arrival_ns = 2.92
critPathMaxStageDelay_ns = 0.67
worstSetupStartpointType = "register"
worstPathMaxFanout = 17
critical_path.endpoint_type = "output port"
timing.critical_path.required_ns = 5.04
worst_setup_path_class = "reg2out"
timing.critical_path.max_delay_family = "buffers and inverters"

[power_and_ir_drop]
ir_worst_vdd_mv = 0.179
powerDensity_mw_per_mm2 = 321
power.static_leakage_nw = 1.95
power.total_mw = 1.92

[timing]
fmax_mhz = 239
fin_crit_ns = 4.18
timing_hold_violations_final = 0
worst_slew_pin_slew_ns = 1.08
final.period_utilization_pct = 66.4
maxSlewViolCount = 0
finalSetupTns_ns = 0
setup_repair_after_global_routing_missed_its_margin = "no"
setup-violations-final = 0
max_slew_margin_pct = 27.4
setup_slack_after_layout_ns = 2.12

[flow_run]
warnings = 25
max_cap_viol_count = 0

[min_path]
holdCritPathClass = "in2reg"
placed cells by master, fill, tap and decap left out:
master	count
nor2b_1	1
and2b_1	1
clkbuf_16	16
nor3_1	4
or3b_2	1
bufinv_16	1
clkinvlp_4	4
nand3_1	1
a22oi_1	16
clkbuf_8	1
clkinv_2	2
nand2b_1	2
mux4_1	14
edfxtp_1	128
and2_1	1
clkdlybuf4s50_1	21
dfxtp_1	3
clkinv_1	4
buf_4	14
mux4_2	18
nor2_1	13
clkinv_4	1
dfxtp_2	1
nand3b_1	2
nand2_1	9
cells by family (layout without fill, tap and decap cells):
| kind of cell | count (synthesis) | in the layout | share of synthesized area, % |
|---|---|---|---|
| and+or+nand+nor | 35 | 35 | 3.23 |
| muxes | 32 | 32 | 15.3 |
| AOI/OAI and AO/OA | 16 | 16 | 2.37 |
| buffers and inverters | 10 | 64 | 1.70 |
| DFF | 132 | 132 | 77.4 |
path summary, 6_finish.rpt:
check                 startpoint     endpoint  depth (start not counted)
worst min-delay path  address[2]     register                          1
worst max-delay path    register  data_out[3]                          5
routing by layer:
| layer | share of wire (%) | global-route usage [%] | up-vias | wire, um |
|---|---|---|---|---|
| li1 | - | - | 1050 | - |
| met2 | 48 | 32.7 | 114 | 4710 |
| met4 | 1.4 | 2.86 | 0 | 140 |
| met1 | 39 | 37.8 | 1206 | 3840 |
| met5 | 0 | 0 | - | 0 |
| met3 | 12 | 12.5 | 12 | 1170 |
metrics by stage:
stage	util (%)	instances	hold WS, ns
final	60.8	412	1.34
after global routing	60.8	412	1.33
after CTS	60.8	412	1.32
after detailed placement	55.6	383	1.85
after global placement	55.6	383	1.84
after floorplan	-	225	1.29
power breakdown:
group,internal (mW),switching (mW)
combinational,0.0467,0.0476
clock,0.507,0.327
sequential,0.983,0.00681
area by class of cell:
cell class | count | area, um2
Multi-Input combinational cell | 83 | 1060
Fill cell | 716 | 3850
Tap cell | 133 | 166
Sequential cell | 132 | 3930
Clock inverter | 12 | 93.8
Timing Repair Buffer | 35 | 315
Clock buffer | 17 | 414
Power and IR drop assume default switching activity.
